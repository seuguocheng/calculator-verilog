### flow/design.v
module AP600 (clk, reset, pswA, pswB, pswC, pswD, dipA, dipB,
	      hexA, hexB, buzzer, ledA, ledB, ledC, ledD, 
             segA, segB, segC, segD, segE, segF, segG, segH);
  input      clk, reset;              
  input[4:0] pswA, pswB, pswC, pswD;  
  input[7:0] dipA, dipB;              
  input[3:0] hexA, hexB;              
  output     buzzer;		      
  output[7:0] ledA, ledB, ledC, ledD; 
  output[7:0] segA, segB, segC, segD, segE, segF, segG, segH;  
  wire [7:0] ledh, ledl;
  wire [9:0] push;
  wire overflow, sign, ce, plus, minus, equal;
  wire [1:0] state;
  wire [8:0] regb;
  wire [6:0] rega;
  wire [1:0] count;
  wire add_or_sub;
  assign push[0] = pswD[0];
  assign push[1] = pswC[0];
  assign push[2] = pswC[1];
  assign push[3] = pswC[2];
  assign push[4] = pswB[0];
  assign push[5] = pswB[1];
  assign push[6] = pswB[2];
  assign push[7] = pswA[0];
  assign push[8] = pswA[1];
  assign push[9] = pswA[2];
  assign plus    = pswD[3];
  assign minus   = pswC[3];
  assign ce      = pswA[4];
  assign equal   = pswD[4];
  assign buzzer = overflow;
  assign ledA = {overflow,2'b00, count[0],count[1], 
                 add_or_sub, state[0], state[1]};
  assign ledB = {regb[8], 7'b0000000};
  assign ledC = {regb[0],regb[1],regb[2],regb[3],
                 regb[4],regb[5],regb[6],regb[7]};
  assign ledD = {rega[0],rega[1],rega[2],rega[3],
                 rega[4],rega[5],rega[6],1'b0};
  assign segA = 8'b00000000;
  assign segB = 8'b00000000;
  assign segC = 8'b00000000;
  assign segD = 8'b00000000;
  assign segE = 8'b00000000;
  assign segF = {6'b000000,sign,1'b0};
  assign segG = ledh;
  assign segH = ledl;
  calctop calctop(clk, reset, push, ce, plus, minus, equal, 
                  sign, ledh, ledl, overflow, state, rega, regb,
                  count, add_or_sub);
endmodule
module calctop(clk, reset, push, ce, plus, minus, equal, 
               sign, ledh, ledl, overflow, state, rega, regb,
               count, add_or_sub);
  input plus, minus, equal, ce, reset, clk;
  input [9:0] push;
  output overflow, sign;
  output [7:0] ledh, ledl;
  output [1:0] state;
  output [8:0] regb;
  output [6:0] rega;
  output [1:0] count;
  output add_or_sub;
  wire plusout, minusout, equalout, ceout;
  wire [9:0] pushout;
  wire [6:0] wout;
  calc calc(pushout, plusout, minusout, equalout, clk, reset, ceout, 
            sign, overflow, wout, state, rega, regb, count, 
            add_or_sub);
  binled binled(wout, ledl, ledh);
  syncro syncroce(ceout, ce, clk, reset);
  syncro syncropuls(plusout, plus, clk, reset);
  syncro syncrominus(minusout, minus, clk, reset);
  syncro syncroequal(equalout, equal, clk, reset);
  syncro10 syncropush(pushout, push, clk, reset) ;
endmodule
module calc(decimal, plus, minus, equal, clk, reset, 
            ce, sign, overflow, out, state, REGA, REGB, count, add_or_sub);
  input [9:0] decimal;
  input clk, ce, reset, plus, minus, equal;
  output sign, overflow;
  output [6:0] out;
  output [1:0] state;
  output [8:0] REGB;
  output [6:0] REGA;
  output [1:0] count;
  output add_or_sub;
  wire [3:0] d;
  wire [8:0] alu_out;
  reg  [1:0] state;
  reg  [8:0] REGB;
  reg  [6:0] REGA;
  reg  [1:0] count;
  reg        add_or_sub ;
  function [3:0] dectobin;
   input [9:0] in;
    if(in[9])
     dectobin = 9;
    else if(in[8])
     dectobin = 8;
    else if(in[7])
     dectobin = 7;
    else if(in[6])
     dectobin = 6;
    else if(in[5])
     dectobin = 5;
    else if(in[4])
     dectobin = 4;
    else if(in[3])
     dectobin = 3;
    else if(in[2])
     dectobin = 2;
    else if(in[1])
     dectobin = 1;
    else if(in[0])
     dectobin = 0;
   endfunction
  assign d=dectobin(decimal);
  always @(posedge clk or negedge reset)
    begin
     if(!reset)
       begin
         REGA <= 0; REGB <= 0; count <= 0;
         add_or_sub <= 0;
         state<= 0;
       end
     else
       begin
        case (state)
         0 :
            begin
             if((decimal != 0) && (count < 2))
               begin
                 count <= count + 1;
                 REGA <= REGA * 10 + d;
               end
             else if(ce)
               begin
                 REGA <= 0; 
                 count <= 0;
               end
             else if(plus || minus || equal)
               begin
                 if (add_or_sub==0)
                   REGB <= REGB + REGA;
                 else
                   REGB <= REGB - REGA;
                if (plus)
                   add_or_sub <= 0;
                else if(minus)
                   add_or_sub <= 1;
                state <= 1;
               end
            end
         1:
            if (((REGB [8] ==1)&&(REGB<413))
                || ((REGB[8]==0)&&(REGB>99)))
               state<=2;
            else if(decimal) begin
                REGA <= d; 
                count <= 1;
                state <= 0;
               end
         2:
            if(ce) begin
                REGA <= 0; 
                REGB <= 0;
                add_or_sub <= 0; 
                count <= 0;
                state <= 0;
               end
         endcase
       end
    end
  assign overflow=(state==2)?1:0;
  assign sign=(state==0)?0: ((state==1)?(REGB[8]) :0);
  assign out=out_func (state, REGA, REGB);
  function [6:0] out_func;
    input [1:0] s; input [6:0] a; input [8:0] b;
    case(s)
      0 :
        out_func = a;
      1 :
        if(b[8]==1)
          out_func = ~b + 1;
        else
          out_func = b;
    endcase
  endfunction
endmodule
module syncro(out, in, clk, reset);
  parameter WIDTH = 1;
  input    [WIDTH-1:0] in;
  output   [WIDTH-1:0] out;
  input     clk,reset;
  reg      [WIDTH-1:0] qO,q1,q2;
  always @(posedge clk or negedge reset)
   begin
    if(!reset)
     begin
       qO <= 0;
       q1 <= 0;
       q2 <= 0;
     end
    else
     begin
       qO <= ~in;
       q1 <= qO;
       q2 <= q1;
     end
   end
  assign out=q1 & (~q2) ;
endmodule
module syncro10(out, in, clk, reset) ;
  parameter WIDTH = 10;
  input    [WIDTH-1:0] in;
  output   [WIDTH-1:0] out;
  input    clk,reset;
  reg      [WIDTH-1:0] qO,q1,q2;
  always @(posedge clk or negedge reset)
   begin
    if(!reset)
     begin
       qO <= 0;
       q1 <= 0;
       q2 <= 0;
     end
    else
     begin
       qO <= ~in;
       q1 <= qO;
       q2 <= q1;
     end
   end
  assign out=q1 & (~q2);
endmodule
module binled(in, ledl, ledh);
  input [6:0] in;
  output [7:0] ledl, ledh;
  wire [3:0] wireh, wirel;
  bintobcd bintobcd(in,wirel,wireh);
  ledout ledouthigh(wireh, ledh);
  ledout ledoutlow(wirel, ledl);
endmodule
module bintobcd(in,outl,outh);
  input [6:0] in;
  output [3:0] outl,outh;
  wire [6:0] temp1,temp2,temp3;
  assign outh[3] = (in >= 80)    ? 1            : 0;
  assign temp1   = (in >= 80)    ? in - 80      : in;
  assign outh[2] = (temp1 >= 40) ? 1            : 0;
  assign temp2   = (temp1 >= 40) ? temp1 - 40   : temp1;
  assign outh[1] = (temp2 >= 20) ? 1            : 0;
  assign temp3   = (temp2 >= 20) ? temp2 - 20   : temp2;
  assign outh[0] = (temp3 >= 10) ? 1            : 0;
  assign outl    = (temp3 >= 10) ? temp3 - 10   : temp3;
endmodule
module ledout(in, out);
  input  [3:0] in;
  output [7:0] out;
  reg [7:0] out ;
  always @(in)
   begin
     case(in)
        0: out = 8'b11111100;
        1: out = 8'b01100000;
        2: out = 8'b11011010;
        3: out = 8'b11110010;
        4: out = 8'b01100110;
        5: out = 8'b10110110;
        6: out = 8'b10111110;
        7: out = 8'b11100000;
        8: out = 8'b11111110;
        9: out = 8'b11110110;
        default: out = 8'bXXXXXXXX;
      endcase
   end
endmodule
### flow/run.sh
#!/bin/bash
# OpenROAD 26Q1-2900-gdf79404cd8, Yosys 0.63+post, stock flow scripts
make -C /OpenROAD-flow-scripts/flow DESIGN_CONFIG=/design/flow/config.mk WORK_HOME=/design/flow/orfs finish
### flow/config.mk
export PLATFORM = sky130hd
export DESIGN_NAME = AP600
export DESIGN_NICKNAME = AP600
export VERILOG_FILES = /design/flow/design.v
export SDC_FILE = /design/flow/constraint.sdc
export NUM_CORES = 4
export LEC_CHECK = 1
export CORE_UTILIZATION = 30
### flow/constraint.sdc
current_design AP600

set clk_period 7.6
set clk_io_pct 0.2

create_clock -name clk0 -period $clk_period [get_ports {clk}]

set non_clock_inputs [all_inputs -no_clocks]
set_input_delay [expr $clk_period * $clk_io_pct] -clock clk0 $non_clock_inputs
set_output_delay [expr $clk_period * $clk_io_pct] -clock clk0 [all_outputs]
==> flow_summary.yaml <==
# flow metrics
run_status:
  status: "completed"
clock_tree:
  path_clk_slew_ns: 0.06
  root_buffer: "clkbuf_16"
  clockBufferDepth: 2
  clock-sinks: 63
  cts_max_level: 3
  cts_hold_buffers: 0
  cts_tree: "yes"
  cts_buffers: 9
  clkLatencyLatePin_ns: 0.32
critical_path:
  critPathSlowestCell: "dfrtp_1"
  cp_top_family: "AND-OR/OR-AND gates"
  path_max_fanout: 9
  critPathLaunchType: "flop"
  crit_type: "flop to output port"
  critPathCaptureType: "output port"
  crit_top_cell: "ha_1"
  critPathBufInv: 4
  cp.required_ns: 6.08
  slowest_delay_ns: 0.47
  cp_cell_sequence: "inv_1, ha_1, or3b_4, a211oi_4, nor3_4, inv_2, ha_1, buf_4, a21oi_1, a22o_1, a211oi_4, nand2_1, o31ai_4, ha_1, o21ai_0, nand3_1, o22ai_1, or2_1, xnor2_2, ha_1, o21ai_0, mux2i_1, o21ai_0, clkdlybuf4s50_1"
  arrival_ns: 5.66
placement:
  gp_congestion: 0.890
  hpwlAfterDp_um: 7870
  port_buffers: 53
global_route:
  use_met1: 0.185
  grtUsageMet2: 0.214
  busiest_layer: "met2"
  grt_use_total: 0.129
  overflow: 0
  grtUsageMet3: 0.0213
  grt_max_degree: 33
  grt_pass1_wl_um: 17200
  grt_pass1_vias: 3479
  antenna_found_initial: 0
synth:
  synth-seq-cells: 63
  ys.flop_type: "dfrtp_1"
  simple_gate_area_frac: 0.151
  syn_area_per_cell_um2: 8.88
  top_logic_kind: "AND-OR/OR-AND gates"
  netlist.area_leader.share: 0.321
  ys_seq_share: 0.321
  synthTopCellsByArea: "dfrtp_1, buf_4, ha_1, inv_1, nand2_1"
  yosys_area_um2: 4910
  ys_sh_aoi: 0.212
  xor_share: 0.0321
  mux_area_frac: 0.0316
  syn_inst: 553
  synthArstFlopShare: 1.00
  adder_share: 0.0963
  ys.warnings.count: 4
  yosys-stat-cells: 553
  syn-cell-area_um2: 4910
  yosysTopAreaCell: "dfrtp_1"
  edf_count: 0
  synth_cell_types: 79
hold_path:
  min_path_type: "flop to flop"
drt:
  wirelength_um: 10400
  routedWlPerCell_um: 12.6
  vias: 3860
  viasPerCell: 4.68
  num_antenna_cells: 0
  ant_nets: 0
  drcViolationCount: 0
  drt-pass1-iter-count: 4
  drtIter0Drc: 229
sta:
  tns_ns: 0
  period_needed_ns: 7.18
  rsz0062_at_grt: "no"
  hold_violations: 0
  relSlewSlack: 0.492
  fin_worst_skew_ns: 0.00808
  fmax_ghz: 0.139
  drv_slew: 0
  worstMarginPinSlew_ns: 0.762
  finalSetupViolations: 0
  finalCritPeriodShare: 0.945
floorplan:
  fp_util: 0.308
  rows: 46
  die_h_um: 130
  die_area_um2: 16900
  io_pins: 143
  core_area_um2: 15900
  chipWidth_um: 130
final_layout:
  drive_gt1_frac: 0.0969
  final_util: 0.366
  syn_to_final_growth_pct: 18.9
job:
  maxCapViolCount: 0
  tool_warnings: 65
metrics by stage:
stage | hold WS (ns) | setup slack, ns | instances | cell area [um^2]
3_5_place_dp | 0.335 | 0.341 | 809 | 5450
4_1_cts | 0.345 | 0.192 | 825 | 5790
5_1_grt | 0.355 | 0.0177 | 825 | 5840
6_report | 0.341 | 0.419 | 825 | 5840
2_1_floorplan | 0.331 | 1.04 | 611 | 5130
3_3_place_gp | 0.332 | 0.372 | 809 | 5450
area by class of cell:
| cell class | instances | area (um^2) |
|---|---|---|
| Timing Repair Buffer | 66 | 623 |
| Inverter | 51 | 191 |
| Clock inverter | 7 | 103 |
| Clock buffer | 9 | 225 |
| Sequential cell | 63 | 1580 |
| Tap cell | 216 | 270 |
| Multi-Input combinational cell | 413 | 2850 |
| Fill cell | 1560 | 10100 |
per-layer routing:
layer / vias up / wire, um
li1: 1910 / -
met3: 11 / 463
met5: - / 0
met2: 108 / 4910
met4: 0 / 114
met1: 1831 / 4940
cells by family (layout without fill, tap and decap cells):
group / after synthesis / in the layout
compound gates: 142 / 142
fa+ha+maj: 36 / 36
other cells: 1 / 59
mux: 15 / 15
xor+xnor: 18 / 18
flops: 63 / 63
simple gates: 143 / 143
buf+inv: 135 / 133
cells in the mapped netlist, drive strengths merged (3+ instances only):
| cell | n |
|---|---|
| buf | 71 |
| dfrtp | 63 |
| inv | 51 |
| nand2 | 39 |
| ha | 33 |
| o21ai | 32 |
| nor2 | 29 |
| a21oi | 22 |
| nor2b | 14 |
| xnor2 | 14 |
| clkbuf | 13 |
| nand3 | 13 |
| mux2i | 11 |
| nand2b | 11 |
| o31ai | 11 |
| a211oi | 10 |
| a22o | 10 |
| a31oi | 10 |
| nor3 | 9 |
| or2 | 6 |
| o22ai | 5 |
| or3 | 5 |
| a21o | 4 |
| mux2 | 4 |
| o211ai | 4 |
| xor2 | 4 |
| a21boi | 3 |
| fa | 3 |
| nor3b | 3 |
| nor4 | 3 |
| o41ai | 3 |
cells in the final DEF, fill, tap and decap left out, types with 6 or more instances in the layout:
master	synthesis	layout
a21oi_1	22	22
nand3_1	13	13
o31ai_1	11	10
clkbuf_16	0	9
nor2_1	29	29
clkdlybuf4s50_1	0	52
nor3_1	7	6
nand2b_1	11	11
a22o_1	10	10
o21ai_0	28	28
nor2b_1	14	14
nand2_1	39	39
dfrtp_1	63	63
xnor2_1	14	13
ha_1	33	32
buf_4	62	13
inv_1	49	49
mux2i_1	11	11
a211oi_1	7	6
a31oi_1	9	9
conb_1	1	59
worst paths after layout:
kind	from	to	slack [ns]	cells past startpoint
setup / recovery	calctop.calc.REGB[0]	segH[1]	0.42	24
hold / removal	calctop.syncrominus.qO	calctop.syncrominus.q1	0.34	0
setup reg to reg	calctop.calc.REGA[1]	calctop.calc.REGB[8]	4.28	15
hold reg to reg	calctop.syncrominus.qO	calctop.syncrominus.q1	0.34	0
max in group asynchronous	reset	calctop.calc.REGB[8]	5.49	2
min in group asynchronous	reset	calctop.syncroce.qO	1.23	1
sequential cells by signal, summed over array words and instances, names as in the netlist:
signal,count
calctop.calc.REGA,7
calctop.calc.REGB,9
calctop.calc.add_or_sub,1
calctop.calc.count,2
calctop.calc.state,2
calctop.syncroce.q1,1
calctop.syncroce.q2,1
calctop.syncroce.qO,1
calctop.syncroequal.q1,1
calctop.syncroequal.q2,1
calctop.syncroequal.qO,1
calctop.syncrominus.q1,1
calctop.syncrominus.q2,1
calctop.syncrominus.qO,1
calctop.syncropuls.q1,1
calctop.syncropuls.q2,1
calctop.syncropuls.qO,1
calctop.syncropush.q1,10
calctop.syncropush.q2,10
calctop.syncropush.qO,10
what timing repair did:
item	CTS	global route
hold endpoints to repair	0	0
endpoints found under the setup margin	1	13
pin swaps	0	1
resized	1	9
buffers inserted	0	0
